==> design.v <==
module mealy_1101 ( y, x, clk, reset );
output y;
input x;
input clk;
input reset;
reg y;
parameter  
 start = 2'b00,
 id1 = 2'b01,
 id11 = 2'b11,
 id110 = 2'b10;
 reg [1:0] E1; 
 reg [1:0] E2; 
 always @( x or E1 )
 begin
    y = 0;
    case ( E1 )
    start:
        if ( x )
        E2 = id1;
        else
        E2 = start;
    id1:
        if ( x )
        E2 = id11;
        else
        E2 = start;
    id11:
        if ( x )
        E2 = id11;
        else
        E2 = id110;
    id110:
        if ( x )
            begin
            E2 = id1;
            y = 1;
            end
         else
            begin
            E2 = start;
            y = 0;
            end
    default:  
        E2 = 2'bxx;
    endcase
 end  
 always @( posedge clk or negedge reset )
    begin
    if ( reset )
    E1 = E2;  
    else
    E1 = 0;  
    end  
endmodule  
==> run.sh <==
#!/bin/bash
# OpenROAD 26Q1-2900-gdf79404cd8, Yosys 0.63+post, stock flow scripts
make -C /OpenROAD-flow-scripts/flow DESIGN_CONFIG=/design/flow/config.mk WORK_HOME=/design/flow/orfs finish
==> config.mk <==
export PLATFORM = sky130hd
export DESIGN_NAME = mealy_1101
export DESIGN_NICKNAME = mealy_1101
export VERILOG_FILES = /design/flow/design.v
export SDC_FILE = /design/flow/constraint.sdc
export NUM_CORES = 4
export LEC_CHECK = 1
export CORE_AREA = 10 10 70 70
export DIE_AREA = 0 0 80 80
==> constraint.sdc <==
current_design mealy_1101

set clk_period 1.0
set clk_io_pct 0.2

create_clock -name clk0 -period $clk_period [get_ports {clk}]

set non_clock_inputs [all_inputs -no_clocks]
set_input_delay [expr $clk_period * $clk_io_pct] -clock clk0 $non_clock_inputs
set_output_delay [expr $clk_period * $clk_io_pct] -clock clk0 [all_outputs]
==> flow_summary_export.csv <==
group,metric,value,unit
clock_network,cts_max_level,1,
sta,worst_slack,-0.0399,ns
logic_synthesis,largest_area_cell,"dfrtp_1",
detailed_routing,ant_nets,0,
die,coreArea,3420,um2
sta,finalCritPeriodShare,104,%
logic_synthesis,area_leaders,"dfrtp_1, dfstp_2, o21a_1, and2_1, nor2b_1",
critical_path,cp-start-kind,"flip-flop",
layout,fin_cells,66,
logic_synthesis,syn_inst,10,
clock_network,cts_max_path_buffers,2,
sta,relSlewSlack,87.8,%
status,status,"finished, violations left",
logic_synthesis,ys_seq_share,73.6,%
layout,syn_to_final_growth,94.5,%
pwr,power,0.445,mW
layout,largest_reg_flops,4,
sta,tightest_slew,0.182,ns
die,die_w,80,um
sta,min_period,1.04,ns
pwr,power_leakage,0.111,nW
logic_synthesis,yosysTopAreaCellShare,54.5,%
worst_hold_path,hold_class,"in -> async",
global_route,antenna_found_initial,0,
sta,fmax,0.962,GHz
clock_network,cts_buffers,3,
clock_network,cts_sinks,4,
die,fp-utilization,4.03,%
flow_run,cap_viol_max_count,0,
sta,rsz0062_at_grt,"yes",
clock_network,clk_latency,0.24,ns
global_route,grt_start_max_net_pins,5,
clock_network,cts-root-buf,"clkbuf_4",
layout,nFillCells,411,
place,pre_cts_slack,-0.451,ns
detailed_routing,drc,0,
critical_path,crit_fanout,2,
logic_synthesis,netlist_area,138,um2
sta,finClkSkew,0.0108,ns
global_route,grt_pass1_vias,151,
logic_synthesis,yosys-stat-area,138,um2
flow_run,warning_count,27,
place,placed_cell_area,240,um2
critical_path,r2r.worst_path.cells,4,
detailed_routing,drtIter0Drc,0,
clock_network,cts_tree,"built",
place,dpl.cell_count,61,
place,place_congestion,0.721,
detailed_routing,vias_per_cell,1.83,
pwr,power_density,1660,nW/um2
die,pin_count,4,
detailed_routing,post_drt_wl_per_cell,5.45,um
status,violations,"negative setup slack",
detailed_routing,firstDrtPassIters,1,
logic_synthesis,avgSynthCellArea,13.8,um2
die,fp.dieH,80,um
critical_path,crit_required,0.80,ns
logic_synthesis,synth-seq-cells,4,
pwr,vdd_drop_max,198,uV
critical_path,cp.arrival,0.84,ns
place,portBuffers,3,
sta,setup_viol,1,
critical_path,path_class,"reg -> out",
logic_synthesis,yosys_cells,10,
detailed_routing,postRouteWirelength,360,um
critical_path,cp-end-kind,"primary output",
clock_network,clkTransAtPathRegs,0.04,ns
logic_synthesis,yosysWarnings,1,
sta,slew_violations,0,
layout,final_area,268,um2
layout,layout-drive-gt1-share,40.0,%
die,dieArea,6400,um2
detailed_routing,antenna_cells_inserted,0,
global_route,grt.total_usage,1.37,%
global_route,overflow,0,
sta,finalHoldViolCount,0,
global_route,grt_pass1_wl,627,um
logic_synthesis,synth_cell_types,7,
detailed_routing,num_vias,121,
die,rows,21,
==> per-stage QoR <==
stage                     setup TNS (ns)  util (%)  hold slack, ns
after floorplan                        0         -         -0.0956
after global placement            -0.445      7.03           0.407
after detailed placement          -0.451      7.03           0.418
after CTS                        -0.0512      7.84           0.157
after global routing             -0.0822      7.84           0.163
final                            -0.0399      7.84           0.157
==> logic make-up after synthesis <==
kind of cell and synth area share, %:
AND-OR/OR-AND 10.9, flip-flops 73.6, AND/OR/NAND/NOR 15.5
==> metal layers <==
layer | global-route usage (%) | part of all wire [%] | vias to the layer above | wire length [um]
met2 | 1.52 | 34 | 7 | 123
met4 | 0.528 | 3.3 | 0 | 12
met3 | 2.50 | 28 | 4 | 99
met1 | 1.00 | 34 | 56 | 124
li1 | - | - | 54 | -
met5 | 0 | 0 | - | 0
==> cell type report <==
| class | instances | area [um2] | share of cell area, % |
|---|---|---|---|
| sequential | 4 | 101 | 37.9 |
| timing repair buffer | 6 | 46.3 | 17.3 |
| clock buffer | 4 | 26.3 | 9.81 |
| tap | 46 | 57.6 | 21.5 |
| multi-input combinational | 6 | 36.3 | 13.6 |
==> where the power goes <==
| group | leakage (nW) | internal (mW) | switching, mW |
|---|---|---|---|
| registers | 0.0518 | 0.179 | 0.00718 |
| clock network | 0.0150 | 0.150 | 0.0734 |
| logic | 0.0439 | 0.0220 | 0.0134 |
==> synthesized netlist by cell type <==
cell / count
nor3_1: 1
dfrtp_1: 3
nor2b_1: 1
nor2_1: 1
dfstp_2: 1
and2_1: 1
o21a_1: 2
==> worst paths after layout <==
check	to	start	slack, ns
setup reg to reg	E1[0]$_DFF_PN1_	E1[1]$_DFF_PN0_	0.08
setup / recovery	y	E1[1]$_DFF_PN0_	-0.04
min in group clk0	E1[0]$_DFF_PN1_	x	0.36
max in group asynchronous	E1[0]$_DFF_PN1_	reset	0.59
hold / removal	E1[1]$_DFF_PN0_	reset	0.16
hold reg to reg	E1[3]$_DFF_PN0_	E1[3]$_DFF_PN0_	0.48
==> worst max-delay path, stage by stage, from the launching register on <==
cell and delay, ns:
dfrtp_1 0.36, and2_1 0.13, buf_2 0.10
==> cells in the final DEF (no fill, tap or decap) <==
cell and instances:
nor2b_1 1, clkdlybuf4s50_1 1, o21a_1 2, nor2_1 1
nor3_1 1, clkbuf_4 3, dlygate4sd2_1 1, and2_1 1
dfrtp_1 3, buf_2 1, clkbuf_1 1, buf_4 3
dfstp_2 1
==> timing repair <==
item / CTS / global route
buffers inserted: 1 / 0
endpoints found under the hold margin: 0 / 0
setup endpoints to repair: 1 / 1
pin swaps: 1 / 0
gates resized: 4 / 0
hold buffers: 0 / 0
No activity file was given, so power comes from the tool's default toggle rates.
