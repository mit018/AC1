**config.mk**
```make
export PLATFORM = sky130hd
export DESIGN_NAME = moore_1101
export DESIGN_NICKNAME = moore_1101
export VERILOG_FILES = /design/flow/design.v
export SDC_FILE = /design/flow/constraint.sdc
export NUM_CORES = 4
export LEC_CHECK = 1
export CORE_AREA = 10 10 70 70
export DIE_AREA = 0 0 80 80
```
**constraint.sdc**
```tcl
current_design moore_1101

set clk_period 1.0
set clk_io_pct 0.2

create_clock -name clk0 -period $clk_period [get_ports {clk}]

set non_clock_inputs [all_inputs -no_clocks]
set_input_delay [expr $clk_period * $clk_io_pct] -clock clk0 $non_clock_inputs
set_output_delay [expr $clk_period * $clk_io_pct] -clock clk0 [all_outputs]
```
**design.v**
```verilog
module moore_1101 ( y, x, clk, reset );
output y;
input x;
input clk;
input reset;
reg y;
parameter  
 start = 3'b000,
 id1 = 3'b001,
 id11 = 3'b011,
 id110 = 3'b010,
 id1101 = 3'b110;  
 reg [2:0] E1; 
 reg [2:0] E2; 
 always @( x or E1 )
    begin
        case( E1 )
        start:
            if ( x )
            E2 = id1;
            else
            E2 = start;
        id1:
            if ( x )
            E2 = id11;
            else
            E2 = start;
        id11:
            if ( x )
            E2 = id11;
            else
            E2 = id110;
        id110:
            if ( x )
            E2 = id1101;
            else
            E2 = start;
        id1101:
            if ( x )
            E2 = id11;
            else
            E2 = start;
        default:  
            E2 = 3'bxxx;
        endcase
    end  
 always @( posedge clk or negedge reset )
 begin
    if ( reset )
    E1 = E2;  
    else
    E1 = 0;  
 end  
 always @( E1 )
    begin
    y = E1[2];  
    end  
endmodule  
```
**run.sh**
```bash
#!/bin/bash
# OpenROAD 26Q1-2900-gdf79404cd8, Yosys 0.63+post, stock flow scripts
make -C /OpenROAD-flow-scripts/flow DESIGN_CONFIG=/design/flow/config.mk WORK_HOME=/design/flow/orfs finish
```
==> impl_metrics.yaml <==
# synthesis and place-and-route metrics
status:
  run_status: "finished, final reports clean"
route:
  routed_wl_um: 277
  vias: 96
  detailedRoute.firstIterationViolations: 0
  routed_wire_length_per_instance_um: 4.33
  drc: 0
  drt_first_pass_iters: 1
  drt-vias-per-instance: 1.50
  final_antenna_net_count: 0
  antenna_diode_instance_count: 0
setup_path:
  worst-setup-path-type: "reg -> reg"
  critical_path.max_fanout: 3
  worst_setup_path_start_kind: "flop"
  crit_arrival_ps: 1010
  critical_path_required_ps: 1120
  cp-end-kind: "flop"
cts:
  cts.htree.levels: 1
  tritoncts_num_sinks: 3
  postCtsSetupRepairBufs: 0
  cts_tree: "built"
  cts_buffers: 3
  clock_transition_at_the_registers_of_the_reported_paths_ps: 40
  postCtsHoldBufs: 0
  clock_insertion_delay_worst_skew_ps: 230
  cts.root.buffer_cell: "sky130_fd_sc_hd__clkbuf_4"
  ctsLongestPathBuffers: 2
synth:
  synthCells: 10
  synth-area-yosys_um2: 114
  synth-xor-area-share_pct: 0
  synth_flop_count: 3
  ys_sh_adder_pct: 0
  yosys-stat-cells: 10
  post_synth.cell_area_avg_um2: 11.4
  top_cells_by_area: "sky130_fd_sc_hd__dfrtp_1 (66%), sky130_fd_sc_hd__o31a_1 (7.7%), sky130_fd_sc_hd__nand3b_1 (6.6%)"
  post_synth_num_cell_types: 7
  yosysTopAreaCell: "sky130_fd_sc_hd__dfrtp_1"
  netlist_area_um2: 114
  synth_compound_gate_area_share_pct: 12.1
  synthesis.yosys.warnings: 1
  synth.top_cell.area_share_pct: 65.9
  post_synth_main_logic_family: "simple AND/OR/NAND/NOR gates"
  yosysSeqAreaShare_pct: 65.9
  yosys-mux-area-fraction_pct: 0
  synth-simple-area-share_pct: 18.7
pwr:
  switching_share_pct: 22.1
  power.static_leakage_nw: 0.0878
  ir_worst_vdd_uv: 231
  seq_power_share_pct: 36.9
  share_clk_of_total_power_pct: 52.6
  p_int_uw: 313
  p_comb_share_pct: 10.5
  power_density_nw_per_um2: 1750
  net-switching-power_uw: 89.0
timing:
  setup_ws_ps: 100
  timing.fmax_mhz: 1110
  finalSetupTns_ps: 0
  hold_viol: 0
  minimum_hold_slack_ps: 149
  timing.final.setup_violations: 0
  post-route-min-period_ps: 900
  unrepaired_setup_endpoints_after_global_routing: "no"
  timing.final.max_slew_violations: 0
  tightest_slew_ps: 140
  final.period_utilization_pct: 90.0
  finalClockSkew_ps: 3.86
  timing.slew.headroom_pct: 90.6
finish:
  n_fill_cell: 408
  fraction_of_final_layout_cells_sized_beyond_drive_strength_1_pct: 27.8
  max_ffs_per_register: 3
  fin_util_pct: 6.74
  syn2layout_area_growth_pct: 102
global_routing:
  overflow_left_after_global_routing: 0
  first_global_vias: 103
  grt_start_max_net_pins: 4
  grt_first_pass_wirelength_um: 441
  antenna_found_initial: 0
  groute.usage.overall_pct: 1.04
placement:
  dp_slack_ps: -0.705
  io_buffers: 3
  routabilityCongestion: 0.681
  dp.final_hpwl_um: 211
floorplan:
  chipWidth_um: 80
  core_um2: 3420
  placementRows: 21
  fp.dieArea_um2: 6400
  core_util_floorplan_pct: 3.33
  floorplan.io_pins: 4
  floorplan.die.height_um: 80
run:
  cap_violations: 0
  openroad.warnings: 25
worst_hold_path:
  hold_class: "in -> async"
## layout by cell type, fill, tap and decap left out, types with 2 or more instances in the layout
cell type,n
sky130_fd_sc_hd__dfrtp_1,3
sky130_fd_sc_hd__clkbuf_4,3
sky130_fd_sc_hd__nor2_1,2
sky130_fd_sc_hd__clkdlybuf4s50_1,2
## per-layer routing
| layer | vias up | wire [µm] | global-route usage [%] |
|---|---|---|---|
| li1 | 48 | - | - |
| met1 | 39 | 114 | 0.999 |
| met2 | 7 | 94 | 0.803 |
| met3 | 2 | 61 | 1.82 |
| met4 | 0 | 8 | 0.704 |
| met5 | - | 0 | 0 |
## stage by stage
step / total power, mW / cells / cell area [µm²]
4_1_cts: 0.418 / 64 / 235
2_1_floorplan: 0.168 / 10 / 114
5_1_grt: 0.430 / 64 / 230
6_report: 0.402 / 64 / 230
3_3_place_gp: 0.193 / 60 / 209
3_5_place_dp: 0.197 / 60 / 209
## logic make-up (layout without fill, tap and decap cells)
family,Yosys count,count (layout)
DFF,3,3
buffers and inverters,1,9
and+or+nand+nor,4,4
AOI/OAI and AO/OA,2,2
## path summary, 6_finish.rpt
path                        from  depth (start not counted)  slack, ps     to
setup / recovery           E1[2]                          2        100  E1[0]
hold / removal             reset                          1        150  E1[0]
setup reg to reg           E1[2]                          2        100  E1[0]
hold reg to reg            E1[0]                          1        520  E1[0]
max in group asynchronous  reset                          1        710  E1[2]
min in group clk0          E1[0]                          1        520  E1[0]
## Yosys cell counts
| cell type | n |
|---|---|
| sky130_fd_sc_hd__o31a_1 | 1 |
| sky130_fd_sc_hd__nand3b_1 | 1 |
| sky130_fd_sc_hd__o21ai_1 | 1 |
| sky130_fd_sc_hd__dfrtp_1 | 3 |
| sky130_fd_sc_hd__inv_1 | 1 |
| sky130_fd_sc_hd__nand2b_1 | 1 |
| sky130_fd_sc_hd__nor2_1 | 2 |
## what timing repair did
action,in CTS,in global routing
resized,2,1
setup endpoints to repair,1,1
hold endpoints to repair,0,0
## worst max-delay path, stage by stage (launching register included)
cell and delay, ps:
sky130_fd_sc_hd__dfrtp_1 360, sky130_fd_sc_hd__buf_4 140, sky130_fd_sc_hd__o31a_1 280
## final cells by class
type	count	area (µm²)	area share [%]
Multi-Input combinational cell	6	35.0	15.2
Sequential cell	3	75.1	32.6
Tap cell	46	57.6	25.0
Inverter	1	3.75	1.63
Clock buffer	4	26.3	11.4
Timing Repair Buffer	4	32.5	14.1
## power by group through the flow
stage / clock (mW) / combinational (mW) / sequential (mW)
finish: 0.211 / 0.0423 / 0.149
global route: 0.231 / 0.0483 / 0.151
CTS: 0.224 / 0.0456 / 0.148
Power and IR drop assume default switching activity.
